--- config.mk ---
export PLATFORM = sky130hd
export DESIGN_NAME = lab5
export DESIGN_NICKNAME = lab5
export VERILOG_FILES = /design/flow/design.v
export SDC_FILE = /design/flow/constraint.sdc
export NUM_CORES = 4
export LEC_CHECK = 1
export CORE_UTILIZATION = 30
--- constraint.sdc ---
current_design lab5

set clk_period 5.3
set clk_io_pct 0.2

create_clock -name clk0 -period $clk_period [get_ports {clk}]

set non_clock_inputs [all_inputs -no_clocks]
set_input_delay [expr $clk_period * $clk_io_pct] -clock clk0 $non_clock_inputs
set_output_delay [expr $clk_period * $clk_io_pct] -clock clk0 [all_outputs]
--- design.v ---
module lab5(
	input clk,
	input rst_n,
	input btn_c,
	output reg [7:0] seg7,
	output reg [3:0] seg7_sel
);
	reg [20:0] count;
	wire d_clk;
	reg press_flag;  
	wire btn_c_pulse;  
	reg [7:0] press_count;  
	reg [7:0] seg7_temp[0:3];
	reg [1:0] seg7_count;
	always @(posedge clk or negedge rst_n)begin
		if(!rst_n)begin
			count <= 0;
		end
		else begin
			if(count >= 140000)
				count <= 0;
			else
				count <= count + 1;
		end
	end
	assign d_clk = count >= (140000/2) ? 1 : 0;   
	always @(posedge clk or negedge rst_n)begin
		if(!rst_n)begin
			press_flag <= 0;
		end
		else begin
			press_flag <= btn_c;
		end
	end
	assign btn_c_pulse = {btn_c,press_flag} == 2'b10 ? 1 : 0;
	always @(posedge clk or negedge rst_n)begin
		if(!rst_n)begin
			press_count <= 0;
		end
		else begin
			if(btn_c_pulse)
				press_count <= press_count + 1;
			else
				press_count <= press_count;
		end
	end
	always @(posedge clk or negedge rst_n)begin
		if(!rst_n)begin
			seg7_temp[0] <= 0;
			seg7_temp[1] <= 0;
			seg7_temp[2] <= 0;
			seg7_temp[3] <= 0;
		end
		else begin
			seg7_temp[3] <= press_count / 1000;
			seg7_temp[2] <= (press_count % 1000) / 100;
			seg7_temp[1] <= (press_count % 100) / 10;
			seg7_temp[0] <= press_count % 10;
		end
	end
	always @(posedge d_clk or negedge rst_n)begin
		if(!rst_n)begin
			seg7_count <= 0;
		end
		else begin
			seg7_count <= seg7_count + 1;
		end
	end
	always @(posedge d_clk or negedge rst_n)begin
		if(!rst_n)begin
			seg7_sel <= 4'b1111;
			seg7 <= 8'b0011_1111;
		end
		else begin
			case(seg7_count)
				0:	seg7_sel <= 4'b0001;
				1:	seg7_sel <= 4'b0010;
				2:	seg7_sel <= 4'b0100;
				3:	seg7_sel <= 4'b1000;
			endcase
			case(seg7_temp[seg7_count])
				0:seg7 <= 8'b0011_1111;
                1:seg7 <= 8'b0000_0110;
                2:seg7 <= 8'b0101_1011;
                3:seg7 <= 8'b0100_1111;
                4:seg7 <= 8'b0110_0110;
                5:seg7 <= 8'b0110_1101;
                6:seg7 <= 8'b0111_1101;
                7:seg7 <= 8'b0000_0111;
                8:seg7 <= 8'b0111_1111;
                9:seg7 <= 8'b0110_1111;
			endcase
		end
	end
endmodule
--- run.sh ---
#!/bin/bash
# OpenROAD 26Q1-2900-gdf79404cd8, Yosys 0.63+post, stock flow scripts
make -C /OpenROAD-flow-scripts/flow DESIGN_CONFIG=/design/flow/config.mk WORK_HOME=/design/flow/orfs finish
==> run notes <==
The following summarizes the physical implementation.

Run status
The flow ran to the end, and the final reports show no timing, DRC or antenna violations.

Synthesis
The synthesis warning total is 2. The share of synthesized registers carrying an async set or reset is 100%. Synthesis inferred 61 register bits. Sorting the synthesized cells by area gives the leading types as sky130_fd_sc_hd__dfrtp_1 (30%), sky130_fd_sc_hd__dfstp_2 (6.1%), sky130_fd_sc_hd__ha_1 (4.4%), sky130_fd_sc_hd__nor2_1 (4.3%), sky130_fd_sc_hd__xnor2_1 (3.9%). The average instance area after synthesis is 9.32 um2. The number of cells in the yosys synthesis report is 462. Per the post-synthesis report, the number of cells in the design is 462. The fraction of post-synthesis cell area in the top cell type by area is 29.6%. The synthesis area per yosys is 4310 um2. The area of the mapped netlist is 4310 um2. The cell type contributing the most total cell area after synthesis is sky130_fd_sc_hd__dfrtp_1. The number of distinct standard cells referenced by the synthesized netlist is 90. The synthesized design contains 0 enable-type register cells.

Sequential elements use 35.7% of the synthesized area. Among all flip-flop cells after synthesis, the most frequent one is sky130_fd_sc_hd__dfrtp_1.

Timing
The worst slew slack as a fraction of its limit is 43.3%. 24 endpoints have no timing constraint. Counting pins that exceed their max-slew limit in the final report gives 0. Setup repair after global routing left no endpoint under its margin. The timing-limited maximum frequency is 230 MHz.

The sum of negative setup slack is 0 ns. The timer found 13 register pins that no clock reaches; their paths are not timed. The final count of negative-setup-slack endpoints is 0. In the final run the clock tree shows a worst skew of 0.00743 ns. The final-report hold violation count is 0.

The worst-margin pin slew is 0.847 ns. The share of the cycle needed by the critical path after routing is 82.0%. After layout, the minimum clock period comes to 4.35 ns.

Critical path
STA classifies the critical path endpoint as a flop. The data required time reported for the critical path is 5.47 ns. STA classifies the critical path startpoint as a flop.

The highest net fanout along the worst path is 12. Per STA, the worst path is made up of or2_0, ha_1, nor2b_1, a21oi_2, o211ai_1, o2111ai_1, o2111ai_2, nor2_1, ha_1, maj3_1, a221o_1, a22oi_1, o21ai_1, mux2_2. The peak per-stage delay on the critical path is 0.72 ns. Per the STA report, the cell with the highest stage delay on the worst path is sky130_fd_sc_hd__o211ai_1. The kind of critical path is flop to flop. The cell repeated most along the worst path is sky130_fd_sc_hd__ha_1. The number of cells traversed by the worst register-to-register path is 14. The data arrival time of the critical path is 4.52 ns. Across all register-to-register paths, the minimum setup slack is 0.95 ns.

Floorplanning
The floorplan has 43 rows. According to the floorplan report, the total die area is 14800 um2. The horizontal die dimension reported for this design is 122 um. The top-level port count is 15. The die is 122 um tall.

According to the floorplan report, the placeable core area is 13900 um2. For this configuration, the core starts out at a cell density of 30.9%.

Detailed routing
The routed layout has 3348 vias. The detailed-route DRC error count is 0. The first detailed-routing pass ran for 5 iterations.

The final antenna diode tally reported by the flow is 0. The script logs the ratio of routed vias to standard cells as 5.13. Detailed-route iteration 0 reported a violation count of 226. Nets still carrying antenna violations after routing amount to 0.

Per the detail_route report, routed wire per instance is 12.9 um. The final routed wirelength across all metal layers is 8410 um.

Run
The tool warning count is 36. The max-capacitance violation count is 0.

CTS
Once the clock tree was built, the setup fixing pass inserted 0 buffers. The buffer depth of the longest clock path is 2. Post-CTS repair changed the size of 0 cells. The clock slew seen by the registers of the worst setup and hold paths is 0.07 ns. The H-tree was split into 2 levels. The number of CTS-inserted buffers is 5. The cell sitting at the root of the clock tree is a sky130_fd_sc_hd__clkbuf_16.

The report puts the hold buffer count at CTS at 0. TritonCTS built the clock tree. The clock reaches the later pin of the worst-skew pair after 0.29 ns.

Pwr
The power density over the cells is 378 nW/um2. The maximum resistive drop on vdd is 162 uV. The analysis attributes to cell leakage a power of 0.00194 uW.

Global routing
Global routing used 12.0% of the available tracks. The first-pass GRT wire length is 14300 um. The leftover overflow at the end of global routing is 0. On met1, the global router reports a usage of 19.5%. The pin count of the biggest net entering global routing is 61. The most crowded layer after global routing is met1. The initial antenna violation count is 0. In the global route stage, met3 resource usage came out at 1.67%.

The met2 usage in global routing is 17.5%. The number of global-route vias before repair is 3010.

Final layout
The multi-input combinational cells in the finished layout cover a total of 2560 um2. The most common logic cell in the final layout is sky130_fd_sc_hd__dfrtp_1. Between the synthesized netlist and the finished layout, the area growth was recorded as 9.88%. The fraction of layout cells with a size suffix above 1 is 13.8%. Registers take 1540 um2. The library cells used most frequently in the layout, excluding fill and tap cells, are sky130_fd_sc_hd__dfrtp_1 (51), sky130_fd_sc_hd__nor2_1 (49), sky130_fd_sc_hd__nand2_1 (36).

The utilization after layout is 33.9%. The layout has 1422 filler cells.

Hold path
The worst hold path was traced through 0 stages. Note that the worst hold path type here is flop to flop.

Placed design
The count of buffers added on input and output ports is 13. The weighted congestion at the end of routability-driven global placement is 0.874. The placed wire-length estimate after detailed placement is 6260 um.
==> cells by family after synthesis <==
logic type               share of synthesized area (%)
buffers and inverters                             5.03
AND-OR/OR-AND                                     20.9
multiplexers                                      1.92
adder cells (fa/ha/maj)                           5.58
other                                           0.0871
XOR/XNOR                                          7.09
AND/OR/NAND/NOR                                   23.7
flip-flops                                        35.7
==> synthesized netlist by cell type (4+ instances only) <==
library cell,count
sky130_fd_sc_hd__a21o_1,4
sky130_fd_sc_hd__a21oi_1,10
sky130_fd_sc_hd__a22o_1,4
sky130_fd_sc_hd__a22oi_1,6
sky130_fd_sc_hd__and2_1,8
sky130_fd_sc_hd__and3_1,7
sky130_fd_sc_hd__buf_2,5
sky130_fd_sc_hd__buf_4,4
sky130_fd_sc_hd__buf_6,8
sky130_fd_sc_hd__clkbuf_1,4
sky130_fd_sc_hd__dfrtp_1,51
sky130_fd_sc_hd__dfstp_2,10
sky130_fd_sc_hd__ha_1,15
sky130_fd_sc_hd__inv_1,12
sky130_fd_sc_hd__mux2i_1,6
sky130_fd_sc_hd__nand2_1,36
sky130_fd_sc_hd__nand2b_1,4
sky130_fd_sc_hd__nand3_1,14
sky130_fd_sc_hd__nand3b_1,6
sky130_fd_sc_hd__nand4_1,4
sky130_fd_sc_hd__nor2_1,49
sky130_fd_sc_hd__nor2b_1,11
sky130_fd_sc_hd__nor3_1,16
sky130_fd_sc_hd__o211ai_1,10
sky130_fd_sc_hd__o21a_1,4
sky130_fd_sc_hd__o21ai_0,17
sky130_fd_sc_hd__o21ai_1,6
sky130_fd_sc_hd__xnor2_1,19
sky130_fd_sc_hd__xor2_1,14
==> final timing paths <==
check	start	end
setup / recovery	press_count[6]$_DFFE_PN0N_	seg7_temp[0][5]$_DFF_PN0_
setup reg to reg	press_count[6]$_DFFE_PN0N_	seg7_temp[0][5]$_DFF_PN0_
hold reg to reg	press_count[0]$_DFFE_PN0N_	seg7_temp[0][0]$_DFF_PN0_
hold / removal	press_count[0]$_DFFE_PN0N_	seg7_temp[0][0]$_DFF_PN0_
max in group asynchronous	rst_n	count[5]$_DFF_PN0_
min in group asynchronous	rst_n	press_count[4]$_DFFE_PN0N_
==> state kept, by name (all words and copies together) (netlist names) <==
signal and cells:
count 21, seg7_temp 18, press_count 8, seg7 7, seg7_sel 4, seg7_count 2, press_flag 1
==> per-layer routing <==
layer / vias to the layer above / share of wire (%)
met5: - / 0
met4: 0 / 1.3
met3: 11 / 4.8
met2: 70 / 43
met1: 1577 / 51
li1: 1690 / -
==> cell type report <==
type | count | area share [%]
clock buffers | 5 | 2.64
well taps | 180 | 4.76
inverters | 14 | 1.11
clock inverters | 3 | 0.979
multi-input cells | 369 | 54.2
flip-flops and latches | 61 | 32.5
repair buffers | 20 | 3.76
==> worst max-delay path, delay by kind of cell, from the launching register on <==
kind	cells	cell delay, ns
AND-OR/OR-AND	7	1.85
adder cells (fa/ha/maj)	3	0.90
AND/OR/NAND/NOR	3	0.81
flip-flops	1	0.37
multiplexers	1	0.29
==> per-stage QoR <==
step                      total power, uW  cell area [um2]  setup WS [ns]  hold WS, ns  cells
after floorplan                      1290             4320           1.34        0.399    466
after global placement               1420             4560           1.11        0.435    644
after detailed placement             1430             4560          0.988        0.437    644
after CTS                            1800             4730          0.978        0.455    652
after global routing                 1930             4730          0.588        0.498    652
final                                1790             4730          0.951        0.460    652
==> power breakdown <==
group / leakage (uW) / total, uW / switching [uW] / internal (uW)
Combinational: 0.00108 / 914 / 535 / 380
Clock: 0.0000804 / 362 / 138 / 224
Sequential: 0.000785 / 510 / 76.1 / 434
Power is estimated from default activity; no workload was simulated.
