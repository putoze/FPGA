**/design/flow/config.mk**
```make
export PLATFORM = sky130hd
export DESIGN_NAME = lab3
export DESIGN_NICKNAME = lab3
export VERILOG_FILES = /design/flow/design.v
export SDC_FILE = /design/flow/constraint.sdc
export NUM_CORES = 4
export LEC_CHECK = 1
export CORE_UTILIZATION = 30
```
**/design/flow/constraint.sdc**
```tcl
current_design lab3

set clk_period 5.0
set clk_io_pct 0.2

create_clock -name clk0 -period $clk_period [get_ports {clk}]

set non_clock_inputs [all_inputs -no_clocks]
set_input_delay [expr $clk_period * $clk_io_pct] -clock clk0 $non_clock_inputs
set_output_delay [expr $clk_period * $clk_io_pct] -clock clk0 [all_outputs]
```
**/design/flow/design.v**
```verilog
module lab3(
	input clk,
	input rst_n,
	input btn_t,
	input btn_d,
	input btn_l,
	input btn_r,
	output reg [7:0] seg7,
	output reg [3:0] seg7_sel
);
	reg [20:0] count;
	wire d_clk;
	reg press_flag_t;  
	reg press_flag_d;  
	reg press_flag_l;  
	reg press_flag_r;  
	wire btn_t_pulse;  
	wire btn_d_pulse;  
	wire btn_l_pulse;  
	wire btn_r_pulse;  
	reg [7:0] counter;  
	wire [7:0] counter_pos;
	reg [7:0] seg7_temp[0:3];
	reg [1:0] seg7_count;
	always @(posedge clk or negedge rst_n)begin
		if(!rst_n)begin
			count <= 0;
		end
		else begin
			if(count >= 80000)
				count <= 0;
			else
				count <= count + 1;
		end
	end
	assign d_clk = count >= (80000/2)  ? 1 : 0;   
	always @(posedge clk or negedge rst_n)begin
		if(!rst_n)begin
			press_flag_t <= 0;
		end
		else begin
			press_flag_t <= btn_t;
		end
	end
	assign btn_t_pulse = {btn_t,press_flag_t} == 2'b10 ? 1 : 0;
	always @(posedge clk or negedge rst_n)begin
		if(!rst_n)begin
			press_flag_d <= 0;
		end
		else begin
			press_flag_d <= btn_d;
		end
	end
	assign btn_d_pulse = {btn_d,press_flag_d} == 2'b10 ? 1 : 0;
	always @(posedge clk or negedge rst_n)begin
		if(!rst_n)begin
			press_flag_l <= 0;
		end
		else begin
			press_flag_l <= btn_l;
		end
	end
	assign btn_l_pulse = {btn_l,press_flag_l} == 2'b10 ? 1 : 0;
	always @(posedge clk or negedge rst_n)begin
		if(!rst_n)begin
			press_flag_r <= 0;
		end
		else begin
			press_flag_r <= btn_r;
		end
	end
	assign btn_r_pulse = {btn_r,press_flag_r} == 2'b10 ? 1 : 0;
	always @(posedge clk or negedge rst_n)begin
		if(!rst_n)begin
			counter <= 0;
		end
		else begin
			case({btn_t_pulse,btn_d_pulse,btn_r_pulse,btn_l_pulse})
				4'b1000:counter <= counter + 10;
				4'b0100:counter <= counter - 10;
				4'b0010:counter <= counter + 1;
				4'b0001:counter <= counter * 2;
				default:counter <= counter;
			endcase
		end
	end
	assign counter_pos = counter[7] ? (~counter) + 1 : counter;
	always @(posedge clk or negedge rst_n)begin
		if(!rst_n)begin
			seg7_temp[0] <= 0;
			seg7_temp[1] <= 0;
			seg7_temp[2] <= 0;
			seg7_temp[3] <= 0;
		end
		else begin
			seg7_temp[3] <= counter[7] ? 10 : 0;
			seg7_temp[2] <= (counter_pos % 1000) / 100;
			seg7_temp[1] <= (counter_pos % 100) / 10;
			seg7_temp[0] <= counter_pos % 10;
		end
	end
	always @(posedge d_clk or negedge rst_n)begin
		if(!rst_n)begin
			seg7_count <= 0;
		end
		else begin
			seg7_count <= seg7_count + 1;
		end
	end
	always @(posedge d_clk or negedge rst_n)begin
		if(!rst_n)begin
			seg7_sel <= 4'b1111;
			seg7 <= 8'b0011_1111;
		end
		else begin
			case(seg7_count)
				0:	seg7_sel <= 4'b0001;
				1:	seg7_sel <= 4'b0010;
				2:	seg7_sel <= 4'b0100;
				3:	seg7_sel <= 4'b1000;
			endcase
			case(seg7_temp[seg7_count])
				0:seg7 <= 8'b0011_1111;
                1:seg7 <= 8'b0000_0110;
                2:seg7 <= 8'b0101_1011;
                3:seg7 <= 8'b0100_1111;
                4:seg7 <= 8'b0110_0110;
                5:seg7 <= 8'b0110_1101;
                6:seg7 <= 8'b0111_1101;
                7:seg7 <= 8'b0000_0111;
                8:seg7 <= 8'b0111_1111;
                9:seg7 <= 8'b0110_1111;
				10:seg7 <= 8'b0100_0000;
			endcase
		end
	end
endmodule
```
**/design/flow/run.sh**
```bash
#!/bin/bash
# OpenROAD 26Q1-2900-gdf79404cd8, Yosys 0.63+post, stock flow scripts
make -C /OpenROAD-flow-scripts/flow DESIGN_CONFIG=/design/flow/config.mk WORK_HOME=/design/flow/orfs finish
```
==> GITHUB_STEP_SUMMARY <==
## Implementation flow summary

| Metric | Value |
|---|---|
| Outcome | `aborted with a tool error` |
| Failing step | `5_1_grt` |
| Stop err | `[ERROR GRT-0232] Routing congestion too high. Check the congestion heatmap in the GUI.` |
| Placed inst area | `7170 sq um` |
| Yosys Chip Area | `5480 sq um` |
| Core Util at FP | `0.305` |
| Ys cells | `678` |
| EDFF count, synth | `0` |
| Mean post-synth cell area | `8.08 sq um` |
| Routability congestion estimate | `0.902` |
| Register pins left without a clock | `13` |
| Placed Cells | `1,064` |
| Asr flop ratio synth | `1.00` |
| Sequential area share after synthesis | `0.299` |
| H-tree depth | `2` |
| Library cells used by synthesis | `84` |
| Num CTS Buffers | `5` |
| #FFs+latches synth | `65` |
| Endpoints left unconstrained | `24` |
| Post-Synthesis Cells | `678` |
| CTS Hold Bufs | `0` |
| Clk root buf | `clkbuf_16` |
| Dpl hpwl | `11,000 um` |
| Syn Std Cell Area | `5480 sq um` |
| Chip width | `137 um` |
| Synthesis warning total | `2` |
| Count of boundary I/O pins | `18` |
| Post-synth top flop | `dfrtp_1` |
| CTS Buffer Depth | `2` |
| IO Port Bufs | `16` |
| Num rows | `49` |
| Die height | `137 um` |
| Largest net degree at the start of global routing | `54` |
timing repair:
action,4_1_cts
pin swaps,40
buffers inserted,42
resized,49
endpoints found under the setup margin,11
hold endpoints to repair,0
Yosys cell counts, types with 3 or more instances:
cell | count | share of area
o41ai_1 | 3 | 0.0048
nor2_1 | 91 | 0.062
a21oi_1 | 45 | 0.041
o21a_1 | 5 | 0.0068
xor2_1 | 16 | 0.026
and2_1 | 4 | 0.0046
inv_1 | 28 | 0.019
and3_1 | 8 | 0.0091
clkbuf_1 | 15 | 0.010
a21o_1 | 7 | 0.0096
a211o_1 | 5 | 0.0080
a22oi_1 | 7 | 0.0096
nand4_1 | 6 | 0.0068
ha_1 | 32 | 0.073
o211a_1 | 3 | 0.0055
buf_1 | 3 | 0.0021
nand3_1 | 25 | 0.023
a31o_2 | 3 | 0.0048
xnor2_1 | 26 | 0.042
nor2b_1 | 12 | 0.014
nand2b_1 | 11 | 0.013
o31a_1 | 4 | 0.0064
dfrtp_1 | 55 | 0.25
o21ai_0 | 42 | 0.038
or4_1 | 5 | 0.0068
a22o_1 | 7 | 0.011
o211ai_1 | 9 | 0.012
or3_1 | 6 | 0.0068
or2_2 | 4 | 0.0046
nor3_1 | 15 | 0.014
nor4_1 | 11 | 0.013
a31oi_1 | 8 | 0.0091
o31ai_1 | 5 | 0.0068
buf_2 | 3 | 0.0027
a211oi_1 | 6 | 0.0082
dfstp_2 | 10 | 0.048
mux2i_1 | 9 | 0.016
a32oi_1 | 3 | 0.0048
o22a_1 | 5 | 0.0080
nand2_1 | 61 | 0.042
kinds of logic after synthesis:
kind of cell | count (synthesis) | synth area share
muxes | 11 | 0.0212
and+or+nand+nor | 272 | 0.238
adders and majority gates | 33 | 0.0767
AOI/OAI and AO/OA | 199 | 0.256
xor gates and xnor gates | 42 | 0.0671
other | 1 | 0.000684
buffers and inverters | 55 | 0.0406
DFF | 65 | 0.299
metrics by stage:
| stage | TNS [ns] | worst slack, ns |
|---|---|---|
| floorplan | -3.94 | -0.947 |
| global placement | -4.16 | -0.789 |
| detailed placement | -4.69 | -0.865 |
| CTS | -4.63 | -0.767 |
